--- ./config.mk ---
export PLATFORM = sky130hd
export DESIGN_NAME = dmem
export DESIGN_NICKNAME = dmem
export VERILOG_FILES = /design/flow/design.v
export SDC_FILE = /design/flow/constraint.sdc
export NUM_CORES = 4
export LEC_CHECK = 1
export CORE_UTILIZATION = 50
--- ./constraint.sdc ---
current_design dmem

set clk_period 53.6
set clk_io_pct 0.2

create_clock -name clk0 -period $clk_period [get_ports {clk}]

set non_clock_inputs [all_inputs -no_clocks]
set_input_delay [expr $clk_period * $clk_io_pct] -clock clk0 $non_clock_inputs
set_output_delay [expr $clk_period * $clk_io_pct] -clock clk0 [all_outputs]
--- ./design.v ---
`timescale 1 ns/10 ps   
module dmem (clk, wr, addr, din, dout);
	input clk;
	input wr;
	input [5:0] addr;
	input [31:0] din;	
	output [31:0] dout; 
  reg [31:0] rb [0:63];  
	always @(posedge clk)
    if(clk)  
        if (wr)
        rb[addr] = din;
	assign dout = rb[addr];
endmodule
--- ./run.sh ---
#!/bin/bash
# OpenROAD 26Q1-2900-gdf79404cd8, Yosys 0.63+post, stock flow scripts
make -C /OpenROAD-flow-scripts/flow DESIGN_CONFIG=/design/flow/config.mk WORK_HOME=/design/flow/orfs finish
==> results.cfg <==
; flow metrics
[cts]
clk_pin_slew_ns = 0.06
cts_buffers = 201
htreeDepth = 4
cts_tree = built
cts_buffer_depth = 3
cts-hold-fix-buffers = 0
cts-resized-gates = 0
cts_setup_buffers = 0
cts-root-buf = clkbuf_16
clock-sinks = 2048

[timing]
hold_viol = 0
worst_pin_slew_ns = 1.44
setup_tns_ns = 0
drv_slew = 0
finalClockPeriodUsage = 0.499
fmaxAchievable_mhz = 37.4
setup-violations-final = 0
rsz0062_at_grt = no
maxSlewHeadroom = 0.0404
min_period_ns = 26.74

[cells_and_area]
final_core_util = 0.570
largest_reg_flops = 2048
syn_to_final_growth_pct = 12.6
final_layout_size_suffix_gt1_frac = 0.176
num-fill-cells = 11300

[worst_setup_path]
crit_buf_inv = 6
critPathRequiredTime_ns = 42.88
cp_max_fo = 45
cp-end-kind = primary output
cp-start-kind = input port
crit_top_cell = buf_4
worstPathArrival_ns = 16.02
path_cells = buf_8 -> buf_4 -> buf_4 -> buf_4 -> nor3_2 -> buf_4 -> a22oi_1 -> a31oi_1 -> a2111oi_0 -> nand3_1 -> clkdlybuf4s50_1
critical-path-top-delay-family = buffers and inverters
crit_slowest_cell = a2111oi_0
cp-startpoint = addr[2]
slowest_delay_ns = 1.12
crit_type = input port to primary output

[logic_synthesis]
synth_cells = 4207
synth_chip_area_mm2 = 0.0783
ys_cells = 4207
async_flop_share = 0
ys_types = 55
syn_area_mm2 = 0.0783
avgSynthCellArea_um2 = 18.6
ys_seq_frac = 0.786
yosysWarnings = 1
synth-edff-count = 2048
ff_type = edfxtp_1
ys_ff = 2048

[detailed_routing]
dr.pass1.iters = 8
drc_errors = 0
drt_wl_total_mm = 227
vias = 42400
drt_iter0_markers = 2966
detail-route-antenna-nets = 0
viasPerCell = 6.45
post_drt_wl_per_cell_um = 34.6

[place]
port_buffers = 71
dpl.hpwl_mm = 133
gp_congestion = 0.930

[die]
coreArea_mm2 = 0.155
die_x_um = 398
die_area_mm2 = 0.158
rows = 144
ioPinCount = 72
fp_util = 0.506
die_h_um = 398

[worst_hold_path]
holdCritStartpoint = din[9]
hold_path.class = input port to flop

[pwr]
peakVddDrop_mv = 0.0370
p_leak_nw = 28.1
pwr_density_cell_mw_per_mm2 = 37.2
power_w = 0.00328

[global_route]
grt_pass1_wl_mm = 322
grt-ovfl-total = 0
track_usage = 0.327
antenna_found_initial = 9
grt_pass1_vias = 44000
grt_start_max_net_pins = 112

[run]
timing.max_cap.violations = 0
warnings = 29

[outcome]
status = completed
==> logic make-up after synthesis <==
family,Yosys count,share of synthesized area
AND/OR/NAND/NOR,424,0.0283
flip-flops,2048,0.786
multiplexers,502,0.0819
AND-OR/OR-AND,933,0.0873
buffers and inverters,300,0.0170
==> power breakdown <==
group,internal (W),total (W),switching [W]
combinational,0.0000551,0.000188,0.000133
sequential,0.00177,0.00178,0.00000218
clock,0.000741,0.00132,0.000578
==> per-layer routing <==
metal / part of all wire / track usage / vias to the layer above
li1: - / - / 17900
met1: 0.32 / 0.433 / 21100
met2: 0.44 / 0.436 / 3004
met3: 0.20 / 0.276 / 368
met4: 0.028 / 0.0714 / 34
met5: 0.0048 / 0.0493 / -
==> placed cells by master (no fill, tap or decap), types with 5 or more instances in the layout <==
cell type	Yosys	layout
mux2_2	147	147
nor3_1	22	19
bufinv_16	0	8
buf_2	83	34
o2bb2ai_1	15	15
diode_2	0	5
and3_1	85	85
mux4_2	96	96
o221ai_1	6	6
a22oi_1	188	188
or4b_1	14	14
clkinv_1	0	61
nor2_4	0	67
a221o_1	15	15
buf_4	8	179
a221oi_1	175	175
a2111oi_1	0	6
edfxtp_1	2048	2048
nor4_1	14	14
a22o_1	66	66
a31oi_1	43	43
nand2_1	28	27
nand3_1	54	53
o21ai_0	84	84
clkbuf_16	0	207
o22ai_1	93	93
o22a_1	70	70
mux2i_1	259	259
nand2b_1	18	15
clkdlybuf4s50_1	0	36
clkbuf_1	168	54
a211oi_1	17	17
a222oi_1	16	16
clkinv_2	0	24
or4_1	15	15
a21oi_1	121	121
nor2_1	145	77
a2111oi_0	15	9
==> path summary, 6_finish.rpt <==
path / to / slack (ns) / cells past startpoint
max: dout[6] / 26.86 / 11
min: rb[20][9]$_DFFE_PP_ / 10.18 / 1
==> metrics by stage <==
step / cell area [um2] / worst slack, ns / cells / hold WS, ns
2_1_floorplan: 78300 / 30.05 / 4207 / 10.82
3_3_place_gp: 82000 / 26.65 / 6204 / 11.02
3_5_place_dp: 82100 / 26.88 / 6206 / 11.01
4_1_cts: 88100 / 26.87 / 6569 / 10.17
5_1_grt: 88200 / 26.61 / 6572 / 10.18
6_report: 88200 / 26.86 / 6576 / 10.18
==> cells in the mapped netlist, types with 14 or more instances <==
library cell,instances,area share
a2111oi_0,15,0.0017
nor2_1,145,0.0070
a21oi_1,121,0.0077
buf_2,83,0.0053
o21ai_0,84,0.0054
a211oi_1,17,0.0016
o22ai_1,93,0.0074
or4b_1,14,0.0018
a222oi_1,16,0.0020
nand2_1,28,0.0013
and3_1,85,0.0068
clkbuf_1,168,0.0081
nand2b_1,18,0.0014
buf_1,33,0.0016
a22oi_1,188,0.018
nor3_1,22,0.0014
a22o_1,66,0.0074
a31oi_1,43,0.0034
nor4_1,14,0.0011
mux4_2,96,0.028
nand3_1,54,0.0035
o2bb2ai_1,15,0.0017
a221o_1,15,0.0019
a221oi_1,175,0.020
mux2i_1,259,0.033
or4_1,15,0.0014
mux2_2,147,0.021
o22a_1,70,0.0078
edfxtp_1,2048,0.79
==> layout make-up <==
type / instances / area, um2 / area share
Multi-Input combinational cell: 1859 / 16100 / 0.182
Clock inverter: 102 / 703 / 0.00798
Antenna cell: 5 / 12.5 / 0.000142
Sequential cell: 2048 / 61500 / 0.697
Tap cell: 2044 / 2560 / 0.0290
Inverter: 2 / 15.0 / 0.000170
Timing Repair Buffer: 255 / 1950 / 0.0221
Clock buffer: 261 / 5380 / 0.0610
No activity file was given, so power comes from the tool's default toggle rates.
